==> ./design.v <==
`timescale 1ns / 1ps
module moveCarImmunity (clk, nextRow, headRow, position, attemptMove, positionResult);
	input clk;
	input [5:0] nextRow, headRow;
	input [2:0] position;
	input [1:0] attemptMove;
	output reg [2:0] positionResult ;  
	reg [31:0] clkCnt;
	reg immunity;
	reg [31:0] immuneCount;
	reg [2:0] moveAttempted;
	parameter immuneCycles = 3;	
	initial begin
	   clkCnt <= 0;
	   positionResult <= 0;
	   immunity <= 0;
	   immuneCount <= 0;
	   moveAttempted <= 0;
   end
   always @ (posedge clk) begin
        if (clkCnt != (100000000/2)) begin
            if (attemptMove && !moveAttempted) moveAttempted <= attemptMove;
            clkCnt <= clkCnt + 1;
        end
        else if (clkCnt == (100000000/2)) begin
            if (immunity && (immuneCount < immuneCycles)) begin  
               if ((immuneCount + 1) == immuneCycles) begin
                   immunity <= 0;
                   immuneCount<= 0;
               end
               else immuneCount <= immuneCount + 1;
               case (moveAttempted)
                    2'b00: begin  
                        positionResult <= position;  
                    end
                    2'b10: begin  
                        if (position != 5) positionResult <= (position + 1);  
                        else positionResult <= position;  
                    end
                    2'b01: begin  
                        if (position != 0) positionResult <= (position - 1);  
                        else positionResult <= position;  
                    end		
                endcase
            end
            else begin  
                case (moveAttempted)
                    2'b00: begin  
                        if (nextRow[position])begin
                            positionResult <= 3'b111;  
                            immunity <= 1;
                        end
                        else positionResult <= position;  
                    end
                    2'b10: begin  
                        if ((position != 5) && (nextRow[position + 1] || headRow[position + 1])) begin  
                            positionResult <= 3'b111;
                            immunity <= 1;
                        end
                        else if (position != 5) positionResult <= (position + 1);  
                        else if(position == 5 && nextRow[position]) begin  
                            positionResult <= 3'b111;
                            immunity <= 1;
                        end
                        else positionResult <= position;  
                    end
                    2'b01: begin  
                        if ((position != 0) && (nextRow[position - 1] || headRow[position - 1])) begin  
                            positionResult <= 3'b111;
                            immunity <= 1;
                        end
                        else if (position != 0) positionResult <= (position - 1);  
                        else if(position == 0  && nextRow[position]) begin  
                            positionResult <= 3'b111;
                            immunity <= 1;
                        end
                        else positionResult <= position;  
                    end		
                endcase
            end
        end
    end
endmodule
==> ./run.sh <==
#!/bin/bash
# OpenROAD 26Q1-2900-gdf79404cd8, Yosys 0.63+post, stock flow scripts
make -C /OpenROAD-flow-scripts/flow DESIGN_CONFIG=/design/flow/config.mk WORK_HOME=/design/flow/orfs finish
==> ./config.mk <==
export PLATFORM = sky130hd
export DESIGN_NAME = moveCarImmunity
export DESIGN_NICKNAME = moveCarImmunity
export VERILOG_FILES = /design/flow/design.v
export SDC_FILE = /design/flow/constraint.sdc
export NUM_CORES = 4
export LEC_CHECK = 1
export CORE_UTILIZATION = 50
==> ./constraint.sdc <==
current_design moveCarImmunity

set clk_period 5.6
set clk_io_pct 0.2

create_clock -name clk0 -period $clk_period [get_ports {clk}]

set non_clock_inputs [all_inputs -no_clocks]
set_input_delay [expr $clk_period * $clk_io_pct] -clock clk0 $non_clock_inputs
set_output_delay [expr $clk_period * $clk_io_pct] -clock clk0 [all_outputs]
==> impl_metrics.ini <==
; synthesis and place-and-route metrics
[placed_design]
dp.cells = 551
placed_area_um2 = 4840
port_buffers = 20
post-dp-hpwl_mm = 6.53
pre_cts_ws_ps = 1580
place.gp.congestion = 0.894

[critical_path]
cpPeakStageDelay_ps = 780
required_ps = 5640
critPathSlowestCell = clkdlybuf4s50_1
path_buffers = 2
path_class = in -> reg
cp_cell_sequence = clkdlybuf4s50_1 -> inv_1 -> ha_1 -> xor2_1 -> o311ai_0 -> o2111a_1 -> a32oi_1 -> a221oi_1 -> nand3_1 -> a21oi_1
crit_arrival_ps = 3730
cp-end-kind = flop
path_delay_family = buffers and inverters
start_kind = primary input
crit_path_max_fanout = 15

[power_and_ir_drop]
leakagePower_uw = 0.00169
power.density_nw_per_um2 = 209
ir_worst_vdd_uv = 111

[die]
die_area_um2 = 9560
fp-row-count = 34
fp-utilization_pct = 52.1
ioPinCount = 21
fp.coreArea_um2 = 8810
die_h_um = 97.8
dieWidth_um = 97.8

[global_route]
track_usage_pct = 20.0
antenna_found_initial = 0
grt_pass1_vias = 3015
grt-ovfl-total = 0
grt_max_degree = 33
grt_first_pass_wirelength_mm = 14.5

[yosys]
async_flop_share_pct = 0
ys_seq_share_pct = 45.9
yosys.area.top_type = edfxtp_1
syn-cell-area_um2 = 4580
ys_types = 67
ys_cells = 436
ys_chip_area_um2 = 4580
synth_cells = 436
ys.flop_type = edfxtp_1
avgSynthCellArea_um2 = 10.5
netlist_top_cells_area = edfxtp_1 (46%), xnor2_1 (7.8%), xor2_1 (4.4%), nand3_1 (3.6%), ha_1 (3.5%)
edf_count = 70
yosys_register_bits = 70
ys_warn_count = 1
yosysTopAreaCellShare_pct = 45.9

[cts]
cts_resized = 0
htreeDepth = 3
post-cts-setup-buffers = 0
clkTransAtPathRegs_ps = 70
cts_tree = yes
cts.sinks = 70
clk_path_buf_depth = 2
postCtsHoldBufs = 0
clkLatencyLatePin_ps = 330
cts_buffers = 9
root_buffer = clkbuf_8

[detailed_routing]
wirelength_mm = 8.78
drc_errors = 0
post_drt_via_cell_ratio = 5.83
drtIter0Drc = 183
diodes = 0
drt_first_pass_iters = 4
dr_total_vias = 3303
wl_per_cell_um = 15.5
antenna_left = 0

[cells_and_area]
drive_gt1_share_pct = 8.93
final_util_pct = 57.4
seq_area_um2 = 2100
logic_area_um2 = 2330
syn_to_final_growth_pct = 10.2
stdcell_area_um2 = 5050
layoutNonFillerInstCount = 567
fillCellCount = 775

[final_timing]
clock_skew_ps = 11.5
period_used_pct = 65.9
setup_viol = 0
finalHoldViolations = 0
setup_slack_ps = 1910
fin_setup_tns_ps = 0
worst_pin_slew_ps = 800
max_freq_mhz = 271
slew_violations = 0
rsz0062_at_grt = false
relSlewSlack_pct = 46.2
period_minus_slack_ps = 3690

[flow_run]
warnings = 34
maxCapViolCount = 0

[run_status]
status = completed

[hold_path]
hold_path_class = reg -> reg
per-layer routing:
layer / up-vias / GRT usage (%) / share of wire [%]
met5: - / 0 / 0
met4: 0 / 2.45 / 0.52
met3: 4 / 4.43 / 5.1
met2: 66 / 28.3 / 42
met1: 1546 / 34.7 / 53
li1: 1687 / - / -
path summary, 6_finish.rpt:
kind / slack, ps / cells after the start / start / to
worst min register to register: 590 / 1 / clkCnt[0]$_DFFE_PP_ / clkCnt[0]$_DFFE_PP_
worst max register to register: 2450 / 8 / clkCnt[9]$_DFFE_PP_ / immuneCount[17]$_SDFFCE_PN0P_
worst max-delay path: 1910 / 10 / position[0] / immunity$_SDFFCE_PN0P_
worst min-delay path: 590 / 1 / clkCnt[0]$_DFFE_PP_ / clkCnt[0]$_DFFE_PP_
where the power goes:
| part | internal [uW] | leakage, uW | switching (uW) |
|---|---|---|---|
| clock | 248 | 0.000104 | 188 |
| combinational | 26.2 | 0.000873 | 25.3 |
| sequential | 569 | 0.000714 | 0.269 |
Yosys cell counts, drive strengths merged, types with 2 or more instances:
library cell   n
a211oi         2
a21o           2
a21oi         14
a22oi          2
a31o           2
a31oi          3
a32oi          2
a41oi          3
and2           3
and3           7
and4           6
buf            7
clkbuf         8
edfxtp        70
ha            13
inv           16
mux2i          2
mux4           2
nand2         34
nand3         33
nand3b         2
nand4         23
nor2          36
nor2b          3
nor3          15
nor3b          3
nor4          14
nor4b          4
o21a           2
o21ai         13
o22ai          3
o311ai         4
or3            4
xnor2         41
xor2          23
final cells by class:
cell class	count	area share (%)
Inverter	16	1.19
Tap cell	108	2.67
Clock inverter	7	1.76
Multi-Input combinational cell	335	46.1
Sequential cell	70	41.6
Clock buffer	9	2.45
Timing Repair Buffer	22	4.26
registers in the layout (all words and copies together), names as in the netlist:
register        cells
moveAttempted       2
positionResult      3
immuneCount        32
clkCnt             32
immunity            1
placed cells by master, fill, tap and decap left out, types with 4 or more instances in the layout:
master | synthesis | routed
and3_1 | 7 | 7
nand3_1 | 33 | 33
edfxtp_1 | 70 | 70
nand2_1 | 33 | 33
nor4_1 | 12 | 12
nand4_1 | 21 | 21
nor2_1 | 33 | 32
ha_1 | 13 | 13
clkdlybuf4s50_1 | 0 | 20
nor4b_1 | 4 | 4
and4_1 | 5 | 5
o21ai_0 | 13 | 13
inv_1 | 16 | 16
a21oi_1 | 14 | 14
xnor2_1 | 41 | 41
clkbuf_8 | 0 | 9
nor3_1 | 11 | 11
xor2_1 | 23 | 23
cell families (layout without fill, tap and decap cells):
logic type,count (synthesis),after routing,share of synthesized area [%]
xor gates and xnor gates,64,64,12.2
buffers and inverters,31,54,3.44
AOI/OAI and AO/OA,61,61,9.28
muxes,4,4,1.42
DFF,70,70,45.9
adders and majority gates,13,13,3.55
and+or+nand+nor,193,193,24.2
worst register-to-register path: cells and delay by family (launching register included):
| kind | cells | cell delay, ps |
|---|---|---|
| and+or+nand+nor | 6 | 1600 |
| DFF | 1 | 470 |
| buffers and inverters | 2 | 720 |
metrics by stage:
| stage | total power, uW | hold slack, ps |
|---|---|---|
| after floorplan | 610 | 542 |
| after global placement | 632 | 567 |
| after detailed placement | 632 | 590 |
| after CTS | 1070 | 599 |
| after global routing | 1100 | 628 |
| final | 1060 | 594 |
Power is estimated from default activity; no workload was simulated.
